**/design/flow/config.mk**
```make
export PLATFORM = sky130hd
export DESIGN_NAME = day8
export DESIGN_NICKNAME = day8
export VERILOG_FILES = /design/flow/design.v
export SDC_FILE = /design/flow/constraint.sdc
export NUM_CORES = 4
export LEC_CHECK = 1
export CORE_AREA = 10 10 70 70
export DIE_AREA = 0 0 80 80
```
**/design/flow/constraint.sdc**
```tcl
current_design day8

set clk_period 1.0
set clk_io_pct 0.2

create_clock -name clk0 -period $clk_period

set non_clock_inputs [all_inputs -no_clocks]
set_input_delay [expr $clk_period * $clk_io_pct] -clock clk0 $non_clock_inputs
set_output_delay [expr $clk_period * $clk_io_pct] -clock clk0 [all_outputs]
```
**/design/flow/design.v**
```verilog
module day8(bin,one_hot);
  localparam BIN = 4;
  localparam ONE_HOT_W   = 16;
  input  wire [3:0]   bin;
  output reg [15:0] one_hot;
always @(*) begin
 one_hot= 1'b1<<bin;
end
endmodule
```
**/design/flow/run.sh**
```bash
#!/bin/bash
# OpenROAD 26Q1-2900-gdf79404cd8, Yosys 0.63+post, stock flow scripts
make -C /OpenROAD-flow-scripts/flow DESIGN_CONFIG=/design/flow/config.mk WORK_HOME=/design/flow/orfs finish
```
==> results.txt <==
impl run done, here's what came out: Vias/cell 3.24, Ports 20, synthesized area 226 sq um, grt total ovfl 0, Yosys warnings 1, yosys adder share 0%, RSZ-0062 raised after global routing true, main logic family after synthesis simple AND/OR/NAND/NOR gates, Worst Min Path Start bin[0], Top Family by Delay on Critical Path buffers and inverters, Relative slew margins 86.4%, Final Non-Filler Cells 106, number of warnings in the stage logs 34, Critical Path Source Type primary input, worst-case hold slack 0.765 ns, fmax 0.874 GHz, layout cells sized above 1 90.0%, Max-cap violations 0, GRT Resource Usage Total 3.83%, cell count after synthesis 20, Worst EP required 0.80 ns, Synth top cell by count and4bb_2, yosys synthesis chip area 226 sq um, placed cell count 86, critical path's slowest cell nor4b_4, PortBufs 20, fin crit share 114%, Die ar. 0.00640 sq mm, area leader, netlist and4bb_2, Critical Path AT 0.94 ns, global-route wire length before repair 1980 um, filler instances 368, most used cell, CP buf_6, failing checks setup timing, setup ws final -0.144 ns, CP cell instances buf_8 > buf_6 > buf_6 > nor4b_4 > buf_2, Final Hold Vio Count 0, Power Dens Cells 337 mW/mm^2, CTS Hold Buffers Added 0, core box area 0.00342 sq mm, DRT Wirelength 1390 um, register share after synthesis 0%, syn avg cell area 11.3 sq um, final slew viol count 0, vias post-DR 343, wire length per cell 13.1 um, clkbuf count 0, Peak VDD IR 0.149 mV, Synth Area in Simple Gates 86.7%, CP max FO 6, initial DRC count 17, Synth mux share 0%, routability cong. 0.721, Init Core Util 6.63%, Final setup viols 13, Crit. End Element output pin, Yosys cell types 6, Critical Path Start bin[1], Pleak 0.346 nW, # rows 21, CP Buf/Inv Count 4, ao+oa area frac 0%, XORs/XNORs by Area 0%, diode count 0, cells in synth_stat.txt 20, Period minus WS final 1.14 ns, Slew @ Worst Pin 0.203 ns, Setup WS pre-CTS -0.800 ns, Reg area 0 sq um, num sequential 0, DR pass1 iterations 2, area delta synth->final 216%, WS Path Type primary input to output pin, Synth top area share 33.1%, DRT antenna net count 0, Largest cells by area and4bb_2 (33%), nor4b_2 (27%), and4b_1 (18%), top cells by count and4bb_2 (6), and4b_1 (4), buf_4 (4), nor4b_2 (4), pin count of the biggest net entering global routing 9, vias in the first global route 344, DP HPWL 634 um, status complete, but fails checks, Largest stage delay, worst path 0.27 ns, TNS Setup -1.16 ns, die height 80 um, die width 80 um, initial antenna violation count 0, Hold WC Path Type primary input to output pin, DR DRC count 0
## cell families after synthesis
family                 count (synthesis)
and+or+nand+nor                       16
buffers and inverters                  4
## routing by layer
metal	vias to the layer above	track usage (%)	share of wire [%]
met5	-	0	0
met4	0	0	0
met3	0	1.48	9.9
met2	20	3.93	34
met1	154	6.86	56
li1	169	-	-
## worst min-delay path, stage by stage
cell and delay [ns]:
buf_8 0.09, buf_16 0.12, nor4b_4 0.04, buf_2 0.11
## timing repair
item,4_1_cts,5_1_grt
resized,89,10
cloned,4,0
setup endpoints to repair,16,13
setup buffers,14,3
pin swaps,9,5
## layout make-up
| cell class | count | area, sq um | share of cell area [%] |
|---|---|---|---|
| tap | 46 | 57.6 | 8.04 |
| timing repair buffer | 44 | 418 | 58.4 |
| multi-input combinational | 16 | 240 | 33.6 |
## metrics by stage
step / area [sq um] / util (%) / power, W
4_1_cts: 647 / 18.9 / 0.000207
2_1_floorplan: 226 / - / 0.0000509
6_report: 716 / 21.0 / 0.000241
3_3_place_gp: 497 / 14.5 / 0.000121
5_1_grt: 716 / 21.0 / 0.000257
3_5_place_dp: 497 / 14.5 / 0.000123
## report_power, final
part,total [W],internal [W],switching [W],leakage [nW]
combinational,0.000241,0.000156,0.0000846,0.346
clock,0,0,0,0
sequential,0,0,0,0
total,0.000241,0.000156,0.0000846,0.346
## cell usage in the layout, fill, tap and decap left out, drive strengths merged
cell,n
and4bb,6
clkdlybuf4s15,1
buf,43
nor4b,4
and4b,4
and4,1
nor4,1
## final timing paths
check	cells past startpoint	slack [ns]	endpoint
hold / removal	4	0.77	one_hot[4]
setup / recovery	5	-0.14	one_hot[1]
Power figures rest on the tool's default switching activity, not on a simulated workload.
