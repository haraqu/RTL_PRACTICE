### config.mk
export PLATFORM = sky130hd
export DESIGN_NAME = day4
export DESIGN_NICKNAME = day4
export VERILOG_FILES = /design/flow/design.v
export SDC_FILE = /design/flow/constraint.sdc
export NUM_CORES = 4
export LEC_CHECK = 1
export CORE_AREA = 10 10 90 90
export DIE_AREA = 0 0 100 100
### constraint.sdc
current_design day4

set clk_period 4.5
set clk_io_pct 0.2

create_clock -name clk0 -period $clk_period

set non_clock_inputs [all_inputs -no_clocks]
set_input_delay [expr $clk_period * $clk_io_pct] -clock clk0 $non_clock_inputs
set_output_delay [expr $clk_period * $clk_io_pct] -clock clk0 [all_outputs]
### design.v
module day4 (a,b,op,alu);
  input     wire [7:0]   a;
  input     wire [7:0]   b;
  input     wire [2:0]   op;
  output    reg [7:0]   alu;
  localparam  OP_ADD = 3'b000;
  localparam  OP_SUB = 3'b001;
  localparam  OP_SLL = 3'b010;
  localparam  OP_LSR = 3'b011;
  localparam  OP_AND = 3'b100;
  localparam  OP_OR  = 3'b101;
  localparam  OP_XOR = 3'b110;
  localparam  OP_EQL = 3'b111;
  reg carry;
  always @(*) begin
    case (op)
      OP_ADD: alu= a + b;
      OP_SUB: alu = a - b;
      OP_SLL: alu = a[7:0] << b[2:0];
      OP_LSR: alu = a[7:0] >> b[1:0];
      OP_AND: alu = a[7:0] & b[7:0];
      OP_OR : alu = a | b;
      OP_XOR: alu = a ^ b;
      OP_EQL: alu = (a==b)?8'd1:8'd0 ;
    endcase
  end
endmodule
### run.sh
#!/bin/bash
# OpenROAD 26Q1-2900-gdf79404cd8, Yosys 0.63+post, stock flow scripts
make -C /OpenROAD-flow-scripts/flow DESIGN_CONFIG=/design/flow/config.mk WORK_HOME=/design/flow/orfs finish
==> out/metrics.cfg <==
[setup_path]
crit_type=in2out
worst_setup_path_start_kind=input port
worst-endpoint-arrival_ps=3480
worstPathRequired_ps=3600
setup.worst_path.end_class=primary output
worst-path-max-fanout=3

[drt]
post_detailed_route_count_of_antenna_violating_nets=0
detailedRoute.firstPassIterationCount=4
drt_iter0_drc=109
routed_wire_length_per_instance_um=16.8
drt_wl_total_um=5570
detailroute.via_count=1772
insertedDiodeCount=0
post_drt_via_cell_ratio=5.34
drcViolationCount=0

[flow_run]
stage_log_warnings=48
maxCapViolations=0

[final_timing]
transition_time_of_the_tightest_slew_check_pin_ps=874
final-setup-viol-count=0
timing.fmax_ghz=0.228
grt_setup_unrepaired=no
timing.final.crit_period_ps=4380
relSlewSlack_pct=41.3
timing.final.max_slew_violations=0
final_hold_viol_count=0
finalClockPeriodUsage_pct=97.3

[global_route]
grt_antenna_before_repair=0
grt_pass1_wl_um=9270
grt_pass1_vias=1734
grt_start_max_net_pins=25
overflow=0
track_usage_pct=11.2

[place]
place.detailed.instances=332
place.gp.congestion=0.948
dpl_cell_area_um2=2130
io_buffer_count=27
place_hpwl_um=4590

[synth]
syn_area_um2=1740
gate_count_after_technology_mapping=224
yosys_warn_count=1
yosys.cell_types.count=57
syn-mean-instance-area_um2=7.76
seq_total_area_yosys_pct=0
ys_cells=224
synth-area-yosys_um2=1740

[finish]
share_of_the_core_filled_with_cells_in_the_final_layout_pct=34.1
finish.cell_count_without_fillers=332
drive_above_1_share_pct=16.5
seqCellArea_um2=0
ff_count=0
layout-area-overhead-vs-synth_pct=23.1
final.clkbuf_count=0
final_design_area_no_fill_um2=2140

[floorplan]
die_width_um=100
die_y_um=100
coreArea_um2=6280
die_area_um2=10000
initial_utilization_pct=27.7
floorplan.rows=29
io_pins=27

[power_and_ir_drop]
sequential_power_share_pct=0
p_int_uw=119
irDropWorstVdd_mv=0.0444
pwr_density_cell_nw_per_um2=111
switch_share_pct=50.2
switchingPower_uw=120
power.combinational.fraction_pct=100.0
leakage_uw=0.000913
clock_power_share_pct=0
power.total_uw=238

[clock_network]
post_cts_setup_buffer_count=0
cts-hold-fix-buffers=0

[min_path]
worstHoldPathType=in2out

[run_status]
outcome=completed

cell usage after synthesis, types with 2 or more instances:
| library cell | instances | share of area (%) |
|---|---|---|
| sky130_fd_sc_hd__xor2_1 | 2 | 1.0 |
| sky130_fd_sc_hd__nor2b_1 | 5 | 1.8 |
| sky130_fd_sc_hd__a21oi_1 | 11 | 3.2 |
| sky130_fd_sc_hd__o21ai_1 | 6 | 1.7 |
| sky130_fd_sc_hd__inv_2 | 4 | 0.86 |
| sky130_fd_sc_hd__and3b_1 | 2 | 1.0 |
| sky130_fd_sc_hd__nor2_1 | 10 | 2.2 |
| sky130_fd_sc_hd__a221oi_1 | 2 | 1.0 |
| sky130_fd_sc_hd__a211o_1 | 3 | 1.5 |
| sky130_fd_sc_hd__a21o_1 | 2 | 0.86 |
| sky130_fd_sc_hd__xnor2_1 | 4 | 2.0 |
| sky130_fd_sc_hd__a32oi_1 | 3 | 1.5 |
| sky130_fd_sc_hd__nand2_1 | 21 | 4.5 |
| sky130_fd_sc_hd__mux2i_1 | 2 | 1.2 |
| sky130_fd_sc_hd__mux4_2 | 8 | 10 |
| sky130_fd_sc_hd__buf_4 | 3 | 1.3 |
| sky130_fd_sc_hd__a22oi_1 | 8 | 3.5 |
| sky130_fd_sc_hd__and2_1 | 2 | 0.72 |
| sky130_fd_sc_hd__buf_2 | 6 | 1.7 |
| sky130_fd_sc_hd__fa_1 | 2 | 2.3 |
| sky130_fd_sc_hd__a21boi_0 | 2 | 0.86 |
| sky130_fd_sc_hd__o21bai_1 | 2 | 0.86 |
| sky130_fd_sc_hd__a221oi_2 | 2 | 1.7 |
| sky130_fd_sc_hd__o31ai_1 | 2 | 0.86 |
| sky130_fd_sc_hd__nor4_1 | 2 | 0.72 |
| sky130_fd_sc_hd__nor3_1 | 5 | 1.4 |
| sky130_fd_sc_hd__ha_1 | 24 | 17 |
| sky130_fd_sc_hd__o21a_1 | 2 | 0.86 |
| sky130_fd_sc_hd__inv_1 | 24 | 5.2 |
| sky130_fd_sc_hd__buf_6 | 6 | 3.9 |
| sky130_fd_sc_hd__a31oi_1 | 3 | 1.1 |
| sky130_fd_sc_hd__nand2b_1 | 3 | 1.1 |
| sky130_fd_sc_hd__o21ai_0 | 13 | 3.7 |
| sky130_fd_sc_hd__and4_1 | 2 | 1.0 |
| sky130_fd_sc_hd__o2bb2ai_1 | 3 | 1.5 |
| sky130_fd_sc_hd__o211ai_1 | 2 | 0.86 |
path summary, 6_finish.rpt:
check | slack [ps] | to | depth (start not counted) | from
setup / recovery | 120 | alu[4] | 9 | b[0]
hold / removal | 2840 | alu[1] | 5 | a[0]
kinds of logic (layout without fill, tap and decap cells):
family,Yosys count,after routing,share of synthesized area [%]
compound gates,74,74,29.8
simple gates,61,61,19.9
buf+inv,44,75,13.2
fa+ha+maj,26,26,19.6
mux,13,13,14.5
xor+xnor,6,6,3.02
routing by layer:
layer | part of all wire (%) | wire length, um | vias up | GRT usage (%)
met5 | 0 | 0 | - | 0
met4 | 2.0 | 113 | 0 | 2.07
met3 | 6.8 | 378 | 10 | 1.60
met2 | 45 | 2530 | 72 | 17.6
met1 | 46 | 2550 | 800 | 16.3
li1 | - | - | 890 | -
critical path, cell delays in order:
cell and delay (ps):
sky130_fd_sc_hd__clkdlybuf4s50_1 500, sky130_fd_sc_hd__ha_1 180, sky130_fd_sc_hd__inv_1 60, sky130_fd_sc_hd__fa_1 420
sky130_fd_sc_hd__a221oi_2 290, sky130_fd_sc_hd__xor2_1 250, sky130_fd_sc_hd__a32oi_1 100, sky130_fd_sc_hd__a22oi_1 240
sky130_fd_sc_hd__clkdlybuf4s50_1 530
final cells by class:
cell class | count | area (um2)
timing repair buffer | 47 | 423
fill | 645 | 4140
inverter | 28 | 105
multi-input combinational | 180 | 1520
tap | 77 | 96.3
timing repair:
item                                    4_1_cts  5_1_grt
cloned                                        0        0
resized                                       1        2
pin swaps                                     0        1
endpoints found under the setup margin        1        3
placed cells by master, fill, tap and decap left out, types with 3 or more instances in the layout:
cell,Yosys,routed
sky130_fd_sc_hd__inv_2,4,4
sky130_fd_sc_hd__a31oi_1,3,3
sky130_fd_sc_hd__nor3_1,5,5
sky130_fd_sc_hd__a221oi_2,2,3
sky130_fd_sc_hd__a32oi_1,3,3
sky130_fd_sc_hd__a21oi_1,11,11
sky130_fd_sc_hd__a211o_1,3,3
sky130_fd_sc_hd__o21ai_1,6,7
sky130_fd_sc_hd__o21ai_0,13,12
sky130_fd_sc_hd__nand2b_1,3,3
sky130_fd_sc_hd__nand2_1,21,21
sky130_fd_sc_hd__xnor2_1,4,4
sky130_fd_sc_hd__mux4_2,8,8
sky130_fd_sc_hd__clkdlybuf4s50_1,0,26
sky130_fd_sc_hd__o2bb2ai_1,3,3
sky130_fd_sc_hd__nor2b_1,5,5
sky130_fd_sc_hd__ha_1,24,24
sky130_fd_sc_hd__buf_4,3,20
sky130_fd_sc_hd__a22oi_1,8,8
sky130_fd_sc_hd__inv_1,24,24
sky130_fd_sc_hd__nor2_1,10,10
metrics by stage:
stage / hold WS [ps] / TNS [ps] / worst slack (ps)
finish: 2840 / 0 / 120
global route: 2910 / 0 / 23.5
CTS: 3050 / 0 / 9.86
detailed placement: 3040 / -40.1 / -40.1
global placement: 3050 / -46.2 / -46.2
floorplan: 1880 / 0 / 1160
power groups by stage:
stage,clock (uW),combinational [uW],sequential (uW)
CTS,0,239,0
global route,0,263,0
finish,0,238,0
Power is estimated from default activity; no workload was simulated.
