--- design/flow/run.sh ---
#!/bin/bash
# OpenROAD 26Q1-2900-gdf79404cd8, Yosys 0.63+post, stock flow scripts
make -C /OpenROAD-flow-scripts/flow DESIGN_CONFIG=/design/flow/config.mk WORK_HOME=/design/flow/orfs finish
--- design/flow/config.mk ---
export PLATFORM = sky130hd
export DESIGN_NAME = day5
export DESIGN_NICKNAME = day5
export VERILOG_FILES = /design/flow/design.v
export SDC_FILE = /design/flow/constraint.sdc
export NUM_CORES = 4
export LEC_CHECK = 1
export CORE_AREA = 10 10 70 70
export DIE_AREA = 0 0 80 80
--- design/flow/constraint.sdc ---
current_design day5

set clk_period 2.1
set clk_io_pct 0.2

create_clock -name clk0 -period $clk_period [get_ports {clk}]

set non_clock_inputs [all_inputs -no_clocks]
set_input_delay [expr $clk_period * $clk_io_pct] -clock clk0 $non_clock_inputs
set_output_delay [expr $clk_period * $clk_io_pct] -clock clk0 [all_outputs]
--- design/flow/design.v ---
module day5 (clk,rst,cnt);
  input  wire  clk;
  input  wire  rst;
  output reg  [7:0]  cnt;
  always @(posedge clk or posedge rst)begin
    if (rst)
      cnt <= 8'h1;
    else
      cnt <= cnt +2;
  end
endmodule
==> flow_metrics.tcl <==
# implementation run metrics
set metrics [dict create \
    syn_area_per_cell_um2 12.6 \
    post-route-min-period_ns 1.58 \
    firstDrtPassIters 1 \
    post_cts_resize_count 0 \
    cts_made_buffers 3 \
    cts.clk_slew.worst_paths_ns 0.05 \
    globalRouteOverflowTotal 0 \
    status "complete, no violations" \
    crit_path_max_incr_delay_ns 0.50 \
    drtIter0Drc 0 \
    finalNonFillerCells 79 \
    wl_per_cell_um 8.22 \
    hold_viol 0 \
    use_met1_pct 2.43 \
    io_pins 10 \
    slew_viol_final 0 \
    synth_area_leader_cell "dfrtp_1" \
    synth_seq_share_pct 63.3 \
    rsz0062_at_grt "no" \
    root_buffer "clkbuf_4" \
    yosysWarningCount 1 \
    clock.fmax_mhz 631 \
    tns_ns 0 \
    num_vias 192 \
    r2r_slack_ns 1.08 \
    die-area_um2 6400 \
    whs_ns 0.406 \
    yosys_cells 22 \
    warnings 25 \
    routabilityCongestion 0.687 \
    synth_top_area_share_pct 63.3 \
    numClockSinks 7 \
    grt_pass1_vias 228 \
    skew_ns 0.00150 \
    yosys_register_bits 7 \
    biggestRegsByFlops "cnt x7" \
    critPathBufInv 1 \
    hp-class "input port to async pin" \
    grtUsageMet2_pct 3.69 \
    via_per_inst 2.43 \
    total_leakage_power_nw 0.180 \
    antenna_cells_inserted 0 \
    yosys_area_um2 277 \
    drc_errors 0 \
    cts_tree "done" \
    syn-cell-area_um2 277 \
    clock_path_buffers 2 \
    ir_drop_mv 0.336 \
    die-height_um 80 \
    clock_latency_ns 0.24 \
    grtUsageTotal_pct 2.35 \
    post_cts.repair.setup_buffers 0 \
    holdBufCountCts 0 \
    grt_pass1_wl_um 1170 \
    finalWirelength_um 649 \
    drive_gt1_share_pct 9.09 \
    startpoint_type "register" \
    syn_inst 22 \
    htree_num_levels 1 \
    crit_slowest_cell "clkdlybuf4s50_1" \
    area_leaders "dfrtp_1 63%, xnor2_1 13%, nand3_1 7.2%" \
    largest_reg_flops 7 \
    required_ns 1.68 \
    cap_violations 0 \
    critPathArrivalTime_ns 1.16 \
    worstSetupEndpointType "output pin" \
    finalPower_mw 0.256 \
    largest-register "cnt" \
    critPathKind "register to output pin" \
    antenna_found_initial 0 \
    core_area_um2 3420 \
    area_delta_synth_final_pct 56.6 \
    setup_violations 0 \
    fin_area_um2 433 \
    cp_max_fo 5 \
    period_used_pct 75.4 \
    grt_busiest_layer "met2" \
    ant_nets 0 \
    initCoreUtil_pct 8.10 \
    place_area_um2 407 \
    port_buffers 8 \
    fp-row-count 21 \
    cp_cell_sequence "clkdlybuf4s50_1" \
    grt_use_met3_pct 2.05 \
    grt_max_degree 8 \
    place_inst 75 \
    power.density_nw_per_um2 592 \
    die_x_um 80 \
    critPathTopFamily "buffers and inverters" \
    synth_cell_types 9 \
]
final timing paths:
check / cells after the start / to / startpoint
hold / removal: 2 / cnt[6]$_DFF_PP0_ / rst
hold reg to reg: 1 / cnt[7]$_DFF_PP0_ / cnt[7]$_DFF_PP0_
max in group asynchronous: 2 / cnt[2]$_DFF_PP0_ / rst
setup reg to reg: 3 / cnt[5]$_DFF_PP0_ / cnt[1]$_DFF_PP0_
setup / recovery: 1 / cnt[1] / cnt[1]$_DFF_PP0_
min in group clk0: 1 / cnt[7]$_DFF_PP0_ / cnt[7]$_DFF_PP0_
cell usage after synthesis:
cell,n
nand3_1,4
conb_1,1
xnor2_1,4
dfrtp_1,7
and3_1,1
inv_1,2
ha_1,1
xor2_1,1
buf_4,1
worst register-to-register path, cell delays in order, from the launching register on:
cell	delay, ns
dfrtp_1	0.42
ha_1	0.25
nand3_1	0.11
xnor2_1	0.13
area by class of cell:
class / count / area (µm²)
fillers: 404 / 2980
flip-flops and latches: 7 / 175
multi-input cells: 12 / 86.3
repair buffers: 8 / 80.1
well taps: 46 / 57.6
clock buffers: 4 / 26.3
inverters: 2 / 7.51
layout by cell type (no fill, tap or decap):
| cell | synthesis | final |
|---|---|---|
| dfrtp_1 | 7 | 7 |
| and3_1 | 1 | 1 |
| ha_1 | 1 | 1 |
| nand3_1 | 4 | 4 |
| xor2_1 | 1 | 1 |
| inv_1 | 2 | 2 |
| xnor2_1 | 4 | 4 |
| clkbuf_1 | 0 | 1 |
| conb_1 | 1 | 1 |
| clkdlybuf4s50_1 | 0 | 8 |
| clkbuf_4 | 0 | 3 |
per-stage QoR:
stage	util (%)	worst slack, ns
2_1_floorplan	-	1.20
3_3_place_gp	11.9	0.766
3_5_place_dp	11.9	0.765
4_1_cts	12.7	0.492
5_1_grt	12.7	0.442
6_report	12.7	0.516
kinds of logic (layout without fill, tap and decap cells):
kind of cell,count (synthesis),count (layout),synth area share (%)
flip-flops,7,7,63.3
XOR/XNOR,5,5,15.8
AND/OR/NAND/NOR,5,5,9.50
other,1,1,1.36
buffers and inverters,3,14,5.43
adder cells (fa/ha/maj),1,1,4.52
report_power, final:
part	internal, mW	leakage [nW]	switching (mW)
Clock	0.0722	0.0150	0.0446
Combinational	0.00175	0.0768	0.00272
Sequential	0.135	0.0880	0
metal layers:
layer | share of wire (%) | vias to the layer above
met3 | 16 | 0
met2 | 48 | 8
met1 | 36 | 93
li1 | - | 91
met4 | 0 | 0
met5 | 0 | -
No activity file was given, so power comes from the tool's default toggle rates.
